**flow/run.sh**
```bash
#!/bin/bash
# OpenROAD 26Q1-2900-gdf79404cd8, Yosys 0.63+post, stock flow scripts
make -C /OpenROAD-flow-scripts/flow DESIGN_CONFIG=/design/flow/config.mk WORK_HOME=/design/flow/orfs finish
```
**flow/config.mk**
```make
export PLATFORM = sky130hd
export DESIGN_NAME = rt_cross_clk
export DESIGN_NICKNAME = rt_cross_clk
export VERILOG_FILES = /design/flow/design.v
export SDC_FILE = /design/flow/constraint.sdc
export NUM_CORES = 4
export LEC_CHECK = 1
export CORE_AREA = 10 10 558 558
export DIE_AREA = 0 0 568 568
```
**flow/constraint.sdc**
```tcl
current_design rt_cross_clk

set clk_period 12.3
set clk_io_pct 0.2

create_clock -name clk0 -period $clk_period [get_ports {rt_i_lbus_clk}]
create_clock -name clk1 -period $clk_period [get_ports {rt_i_osc_clk}]

set non_clock_inputs [all_inputs -no_clocks]
set_input_delay [expr $clk_period * $clk_io_pct] -clock clk0 $non_clock_inputs
set_output_delay [expr $clk_period * $clk_io_pct] -clock clk0 [all_outputs]
```
**flow/design.v**
```verilog
module rt_cross_clk(
    input rt_i_lbus_clk,
    input rt_i_rst,
    input         rt_i_reg_update_lclk,
    input         rt_i_reg_mode_dbg,
    input [1:0]   rt_i_reg_ai_ctrl,
    input [6:0]   rt_i_reg_ai_conv_intv,
    input [12:0]  rt_i_reg_di_th,                
    output [7:0]  rt_o_reg_di_data,
    input [13:0]  rt_i_reg_test_const,           
    input [15:0]  rt_i_reg_ch1_offset,           
    input [15:0]  rt_i_reg_ch1_gain,                 
    input [15:0]  rt_i_reg_ch2_offset,           
    input [15:0]  rt_i_reg_ch2_gain,                 
    input [15:0]  rt_i_reg_ch3_offset,           
    input [15:0]  rt_i_reg_ch3_gain,             
    input [15:0]  rt_i_reg_ch4_offset,           
    input [15:0]  rt_i_reg_ch4_gain,             
    input [15:0]  rt_i_reg_ch5_offset,           
    input [15:0]  rt_i_reg_ch5_gain,             
    input [15:0]  rt_i_reg_ch6_offset,           
    input [15:0]  rt_i_reg_ch6_gain,             
    input [15:0]  rt_i_reg_ch7_offset,           
    input [15:0]  rt_i_reg_ch7_gain,             
    input [15:0]  rt_i_reg_ch8_offset,           
    input [15:0]  rt_i_reg_ch8_gain,             
    output [13:0] rt_o_reg_v1_data,              
    output [13:0] rt_o_reg_v2_data,              
    output [13:0] rt_o_reg_v3_data,              
    output [13:0] rt_o_reg_v4_data,              
    output [13:0] rt_o_reg_v5_data,              
    output [13:0] rt_o_reg_v6_data,              
    output [13:0] rt_o_reg_v7_data,              
    output [13:0] rt_o_reg_v8_data,              
    output [30:0] rt_o_reg_dbg,
    input           rt_i_osc_clk,
    input           rt_i_ai_update_oclk,
    output reg      rt_o_rst,
    output          rt_o_reg_mode_dbg,
    output [1:0]    rt_o_reg_ai_ctrl,
    output [6:0]    rt_o_reg_ai_conv_intv,
    output [12:0]   rt_o_reg_di_th,              
    input  [7:0]    rt_i_reg_di_data,            
    output [13:0]   rt_o_reg_test_const,             
    output [15:0]   rt_o_reg_ch1_offset,             
    output [15:0]   rt_o_reg_ch1_gain,               
    output [15:0]   rt_o_reg_ch2_offset,             
    output [15:0]   rt_o_reg_ch2_gain,               
    output [15:0]   rt_o_reg_ch3_offset,             
    output [15:0]   rt_o_reg_ch3_gain,           
    output [15:0]   rt_o_reg_ch4_offset,         
    output [15:0]   rt_o_reg_ch4_gain,           
    output [15:0]   rt_o_reg_ch5_offset,             
    output [15:0]   rt_o_reg_ch5_gain,           
    output [15:0]   rt_o_reg_ch6_offset,         
    output [15:0]   rt_o_reg_ch6_gain,           
    output [15:0]   rt_o_reg_ch7_offset,             
    output [15:0]   rt_o_reg_ch7_gain,           
    output [15:0]   rt_o_reg_ch8_offset,         
    output [15:0]   rt_o_reg_ch8_gain,           
    input  [13:0]   rt_i_reg_v1_data,            
    input  [13:0]   rt_i_reg_v2_data,            
    input  [13:0]   rt_i_reg_v3_data,            
    input  [13:0]   rt_i_reg_v4_data,            
    input  [13:0]   rt_i_reg_v5_data,            
    input  [13:0]   rt_i_reg_v6_data,            
    input  [13:0]   rt_i_reg_v7_data,            
    input  [13:0]   rt_i_reg_v8_data,            
    input  [30:0]   rt_i_reg_dbg
);
reg         rt_r_rst_lclk = 1'b0;
reg  [1:0]  rt_r_reg_mode_dbg             = 2'd0;
reg  [30:0] rt_r_reg_dbg_d1     = 31'd0;
reg  [30:0] rt_r_reg_dbg_d2 = 31'd0;
wire [291:0] rt_w_reg_lclk;
wire [291:0] rt_w_reg_oclk;
wire [119:0] rt_w_ai_oclk;
wire [119:0] rt_w_ai_lclk;
always@(posedge rt_i_lbus_clk) begin
  if(rt_r_rst_lclk)
    rt_r_rst_lclk <= ~rt_o_rst;  
  else
    rt_r_rst_lclk <= rt_i_rst;
end
assign rt_o_reg_mode_dbg = rt_r_reg_mode_dbg[1];
always@(posedge rt_i_osc_clk) begin
  rt_o_rst            <= rt_r_rst_lclk;  
  rt_r_reg_mode_dbg   <= {rt_r_reg_mode_dbg[0], rt_i_reg_mode_dbg};
end
assign rt_o_reg_dbg     = rt_r_reg_dbg_d2;
always@(posedge rt_i_lbus_clk) begin
  rt_r_reg_dbg_d1     <= rt_i_reg_dbg;
  rt_r_reg_dbg_d2     <= rt_r_reg_dbg_d1;
end
assign rt_w_reg_lclk = {rt_i_reg_di_th,
                        rt_i_reg_ai_conv_intv,
                        rt_i_reg_ch8_gain,
                        rt_i_reg_ch7_gain,
                        rt_i_reg_ch6_gain,
                        rt_i_reg_ch5_gain,
                        rt_i_reg_ch4_gain,
                        rt_i_reg_ch3_gain,
                        rt_i_reg_ch2_gain,
                        rt_i_reg_ch1_gain,
                        rt_i_reg_ch8_offset,
                        rt_i_reg_ch7_offset,
                        rt_i_reg_ch6_offset,
                        rt_i_reg_ch5_offset,
                        rt_i_reg_ch4_offset,
                        rt_i_reg_ch3_offset,
                        rt_i_reg_ch2_offset,
                        rt_i_reg_ch1_offset,
                        rt_i_reg_test_const,
                        rt_i_reg_ai_ctrl};
assign rt_o_reg_ai_ctrl      = rt_w_reg_oclk[  1:  0];
assign rt_o_reg_test_const   = rt_w_reg_oclk[ 15:  2];
assign rt_o_reg_ch1_offset   = rt_w_reg_oclk[ 31: 16];
assign rt_o_reg_ch2_offset   = rt_w_reg_oclk[ 47: 32];
assign rt_o_reg_ch3_offset   = rt_w_reg_oclk[ 63: 48];
assign rt_o_reg_ch4_offset   = rt_w_reg_oclk[ 79: 64];
assign rt_o_reg_ch5_offset   = rt_w_reg_oclk[ 95: 80];
assign rt_o_reg_ch6_offset   = rt_w_reg_oclk[111: 96];
assign rt_o_reg_ch7_offset   = rt_w_reg_oclk[127:112];
assign rt_o_reg_ch8_offset   = rt_w_reg_oclk[143:128];
assign rt_o_reg_ch1_gain     = rt_w_reg_oclk[159:144];
assign rt_o_reg_ch2_gain     = rt_w_reg_oclk[175:160];
assign rt_o_reg_ch3_gain     = rt_w_reg_oclk[191:176];
assign rt_o_reg_ch4_gain     = rt_w_reg_oclk[207:192];
assign rt_o_reg_ch5_gain     = rt_w_reg_oclk[223:208];
assign rt_o_reg_ch6_gain     = rt_w_reg_oclk[239:224];
assign rt_o_reg_ch7_gain     = rt_w_reg_oclk[255:240];
assign rt_o_reg_ch8_gain     = rt_w_reg_oclk[271:256];
assign rt_o_reg_ai_conv_intv = rt_w_reg_oclk[278:272];
assign rt_o_reg_di_th        = rt_w_reg_oclk[291:279];
rt_cross_clk_de #(
 .DWIDTH(292)
)u0_cross_clk_de(
    .rt_i_aclk(rt_i_lbus_clk),
    .rt_i_de_aclk(rt_i_reg_update_lclk),
    .rt_i_din_aclk(rt_w_reg_lclk),
    .rt_o_busy_aclk(),
    .rt_i_bclk(rt_i_osc_clk),
    .rt_o_de_bclk(),
    .rt_o_dout_bclk(rt_w_reg_oclk)
    );
rt_cross_clk_de #(
 .DWIDTH(120)
)u1_cross_clk_de(
    .rt_i_aclk(rt_i_osc_clk),
    .rt_i_de_aclk(rt_i_ai_update_oclk),
    .rt_i_din_aclk(rt_w_ai_oclk),
    .rt_o_busy_aclk(),
    .rt_i_bclk(rt_i_lbus_clk),
    .rt_o_de_bclk(),
    .rt_o_dout_bclk(rt_w_ai_lclk)
    );
assign rt_w_ai_oclk = { rt_i_reg_v8_data,
                        rt_i_reg_v7_data,
                        rt_i_reg_v6_data,
                        rt_i_reg_v5_data,
                        rt_i_reg_v4_data,
                        rt_i_reg_v3_data,
                        rt_i_reg_v2_data,
                        rt_i_reg_v1_data,
                        rt_i_reg_di_data};
assign rt_o_reg_di_data = rt_w_ai_lclk[  7:  0];
assign rt_o_reg_v1_data = rt_w_ai_lclk[ 21:  8];
assign rt_o_reg_v2_data = rt_w_ai_lclk[ 35: 22];
assign rt_o_reg_v3_data = rt_w_ai_lclk[ 49: 36];
assign rt_o_reg_v4_data = rt_w_ai_lclk[ 63: 50];
assign rt_o_reg_v5_data = rt_w_ai_lclk[ 77: 64];
assign rt_o_reg_v6_data = rt_w_ai_lclk[ 91: 78];
assign rt_o_reg_v7_data = rt_w_ai_lclk[105: 92];
assign rt_o_reg_v8_data = rt_w_ai_lclk[119:106];
endmodule
module rt_cross_clk_de #(
  parameter DWIDTH = 8
)(
  input                     rt_i_aclk,
  input                     rt_i_de_aclk,
  input      [DWIDTH - 1:0] rt_i_din_aclk,
  output                    rt_o_busy_aclk,
  input                     rt_i_bclk,
  output reg                rt_o_de_bclk = 1'b0,
  output reg [DWIDTH - 1:0] rt_o_dout_bclk = 0
  );
reg                 rt_r_de_tog_aclk = 1'b0;
reg [DWIDTH - 1:0]  rt_r_din_d1_aclk = 0;
reg [1:0]           rt_r_sr_aclk     = 2'd0;
reg [2:0] rt_r_sr_bclk = 3'd0;
wire      rt_w_de_bclk;
assign rt_o_busy_aclk = rt_r_sr_aclk[1]^rt_r_de_tog_aclk;
always@(posedge rt_i_aclk) begin
  rt_r_de_tog_aclk <=  rt_r_de_tog_aclk^(rt_i_de_aclk&~rt_o_busy_aclk);
  if(~rt_o_busy_aclk)
    rt_r_din_d1_aclk <=  rt_i_din_aclk;
  rt_r_sr_aclk <= {rt_r_sr_aclk[0], rt_r_sr_bclk[2]};  
end
assign    rt_w_de_bclk = rt_r_sr_bclk[2]^rt_r_sr_bclk[1];
always@(posedge rt_i_bclk) begin
  rt_r_sr_bclk <= {rt_r_sr_bclk[1:0], rt_r_de_tog_aclk};  
  rt_o_de_bclk <= rt_w_de_bclk;
  if(rt_w_de_bclk)
    rt_o_dout_bclk <= rt_r_din_d1_aclk;
end
endmodule
```
==> flow.log <==
[flow] collecting metrics
INFO  metric status = finished, final reports clean
INFO  metric setup_repair_after_global_routing_missed_its_margin = no
INFO  metric timing.final.hold_violations = 0
INFO  metric critical_path.cell_chain = clkdlybuf4s50_1
INFO  metric placement.io_buffers = 892
INFO  metric number_of_warnings_issued_by_yosys = 3
INFO  metric final_cell_mix = 892 x sky130_fd_sc_hd__clkdlybuf4s50_1, 826 x sky130_fd_sc_hd__edfxtp_1, 122 x sky130_fd_sc_hd__clkbuf_16, 76 x sky130_fd_sc_hd__dfxtp_1
INFO  metric syn_avg_cell_area = 29.0 sq um
INFO  metric groute.usage.overall = 0.0628
INFO  metric areaGrowthSynthToFinish = 68.3%
INFO  metric rows = 201
INFO  metric max-cap-violations = 0
INFO  metric final_util = 0.148
INFO  metric grt_remaining_overflow = 0
INFO  metric length_of_the_first_detailed_routing_pass_in_iterations = 5
INFO  metric worst_path_max_delay_cell = sky130_fd_sc_hd__clkdlybuf4s50_1
INFO  metric core_area = 300000 sq um
INFO  metric yosys_cells = 910
INFO  metric route.detailed.wl_per_inst = 17.1 um
INFO  metric tritoncts_num_sinks = 902
INFO  metric biggest_fanout_along_the_worst_timing_path = 1
INFO  metric detail_route.drc_violations = 0
INFO  metric die_height = 568 um
INFO  metric routed_wire_length = 103 mm
INFO  metric setup_viol = 0
INFO  metric fin_skew = 0.0285 ns
INFO  metric grt_max_degree = 65
INFO  metric num_io_pins = 894
INFO  metric dr_wl_met3 = 15.5 mm
INFO  metric timing.critical_path.slowest_cell_delay = 0.58 ns
INFO  metric routed_via_density = 2.21
INFO  metric yosysSeqAreaShare = 0.998
INFO  metric wire_length_on_met2 = 50.0 mm
INFO  metric vdd_ir_drop_max = 0.125 mV
INFO  metric critPathCaptureType = primary output
INFO  metric critical_path_arrival = 1.76 ns
INFO  metric fin_tns_setup = 0 ns
INFO  metric yosys.area_share.aoi = 0
INFO  metric startpoint_type = flip-flop
INFO  metric post_synth_design_cell_area = 26400 sq um
INFO  metric dr_total_vias = 13300
INFO  metric worst_path_dominant_cell_family = buffers and inverters
INFO  metric number_of_global_route_vias_before_repair = 14600
INFO  metric clk_pin_slew_worst_paths = 0.06 ns
INFO  metric drt.antenna.violating_nets = 0
INFO  metric final-seq-area = 26300 sq um
INFO  metric yosys.area_share.simple = 0
INFO  metric worstSetupPathType = flip-flop to primary output
INFO  metric ys.flops = 902
INFO  metric die_width = 568 um
INFO  metric layout.filler_cells = 32600
INFO  metric final_max_slew_viol_count = 0
INFO  metric leading_cell_type_in_the_layout_fill_and_taps_excluded = sky130_fd_sc_hd__clkdlybuf4s50_1
INFO  metric slew_headroom = 0.426
INFO  metric hpwlAfterDp = 78.2 mm
INFO  metric wirelength_met1 = 32.7 mm
INFO  metric yosys-stat-area = 26400 sq um
INFO  metric post_cts_resized = 0
INFO  metric route.top_layer_used = met5
INFO  metric multi_input_comb_area = 109 sq um
INFO  metric final_wtd_congestion = 0.856
INFO  metric drive_gt1_frac = 0.104
INFO  metric p_leak = 14.3 nW
INFO  metric cts-hold-fix-buffers = 0
INFO  metric power_per_cell_area = 178 nW/um^2
INFO  metric tritoncts = yes
INFO  metric synth_cells = 910
INFO  metric hold_path.class = flip-flop to flip-flop
INFO  metric post_cts_buffers = 0
INFO  metric max_slew.worst_pin.slew = 0.861 ns
INFO  metric grt_pass1_wl = 135 mm
INFO  metric mux_area_frac = 0.000379
INFO  metric synth.comb.largest_family = XOR/XNOR gates
INFO  metric holdWs = 0.327 ns
INFO  metric xor_share = 0.00133
INFO  metric cp.required = 9.84 ns
INFO  metric synth-adder-area-share = 0
INFO  metric drt_iter0_markers = 646
INFO  metric floorplanUtilization = 0.0881
INFO  metric openroad.warnings = 26
INFO  metric library_cells_used_by_synthesis = 6
INFO  metric path_buffers = 1
INFO  metric antenna_violations_before_repair = 39
INFO  metric die-area = 323000 sq um
flip-flops by register name, summed over array words and instances, names as in the netlist, named ones only:
name	flops
u0_cross_clk_de.rt_o_dout_bclk	292
u0_cross_clk_de.rt_r_din_d1_aclk	292
u1_cross_clk_de.rt_o_dout_bclk	120
u1_cross_clk_de.rt_r_din_d1_aclk	120
rt_r_reg_dbg_d1	31
rt_r_reg_dbg_d2	31
u0_cross_clk_de.rt_r_sr_bclk	3
u1_cross_clk_de.rt_r_sr_bclk	3
rt_r_reg_mode_dbg	2
u0_cross_clk_de.rt_r_sr_aclk	2
u1_cross_clk_de.rt_r_sr_aclk	2
rt_o_rst	1
rt_r_rst_lclk	1
cell families after synthesis:
family,count (synthesis)
DFF,902
muxes,1
buffers and inverters,3
xor gates and xnor gates,4
routing by layer:
| layer | vias to the layer above | GRT usage |
|---|---|---|
| met2 | 880 | 0.105 |
| li1 | 5778 | - |
| met5 | - | 0 |
| met1 | 6413 | 0.0612 |
| met4 | 8 | 0.0211 |
| met3 | 212 | 0.0443 |
metrics by stage:
stage               std cells  area, sq um  worst slack (ns)  total power, mW
finish                   6008        44400              8.08             7.89
CTS                      6004        44400              7.90             8.14
global placement         5778        40500              8.60             4.44
floorplan                 910        26400              2.82             3.90
global route             6006        44400              7.92             8.27
detailed placement       5778        40500              8.54             4.44
path summary, 6_finish.rpt:
check	startpoint	endpoint	slack [ns]	depth (start not counted)
max	u0_cross_clk_de.rt_o_dout_bclk[2]$_DFFE_PP_	rt_o_reg_test_const[0]	8.08	1
min	u1_cross_clk_de.rt_r_sr_bclk[0]$_DFF_P_	u1_cross_clk_de.rt_r_sr_bclk[1]$_DFF_P_	0.33	0
max reg2reg	u0_cross_clk_de.rt_r_sr_bclk[1]$_DFF_P_	u0_cross_clk_de.rt_o_dout_bclk[111]$_DFFE_PP_	8.67	5
min reg2reg	u1_cross_clk_de.rt_r_sr_bclk[0]$_DFF_P_	u1_cross_clk_de.rt_r_sr_bclk[1]$_DFF_P_	0.33	0
max in group clk1	u0_cross_clk_de.rt_r_sr_bclk[1]$_DFF_P_	u0_cross_clk_de.rt_o_dout_bclk[111]$_DFFE_PP_	8.67	5
min in group clk1	u0_cross_clk_de.rt_r_sr_bclk[0]$_DFF_P_	u0_cross_clk_de.rt_r_sr_bclk[1]$_DFF_P_	0.33	0
cell type report:
cell class | count | share of cell area
clock buffers | 144 | 0.0715
multi-input cells | 5 | 0.00245
well taps | 3958 | 0.112
clock inverters | 82 | 0.0169
flip-flops and latches | 902 | 0.593
diodes | 4 | 0.000225
inverters | 3 | 0.000254
repair buffers | 910 | 0.204
report_power, final:
part / switching, mW / leakage (nW) / internal [mW]
Clock: 1.55 / 1.91 / 1.99
Combinational: 0.206 / 3.63 / 0.340
Sequential: 0.119 / 8.73 / 3.68
cell usage after synthesis:
library cell               number  area, sq um
sky130_fd_sc_hd__edfxtp_1     826        24800
sky130_fd_sc_hd__dfxtp_1       76         1520
sky130_fd_sc_hd__inv_1          3         11.3
sky130_fd_sc_hd__xnor2_1        2         17.5
sky130_fd_sc_hd__xor2_1         2         17.5
sky130_fd_sc_hd__mux2i_1        1         10.0
No activity file was given, so power comes from the tool's default toggle rates.
